==> flow/design.v <==
module cic (
    i_clk,
    i_reset,
    i_data,
    i_ready,
    o_data,
    o_ready
    );
    parameter IW=2, OW=128, R=100, M=10;
    input wire i_clk, i_reset;
    input wire signed [(IW-1):0] i_data;
    input wire i_ready;
    output wire signed [(OW-1):0] o_data;
    output wire o_ready;
    wire signed [(OW-1):0] integrator_data [0:M];
    wire integrator_ready [0:M];
    assign integrator_data[0] = {{(OW-IW){i_data[IW-1]}},i_data};
    assign integrator_ready[0] = i_ready;
    genvar i;
    generate
        for (i=1; i<=M; i++) begin
            integrator #(
                .IW(OW),
                .OW(OW))
            integrator_inst (
                .i_clk(i_clk),
                .i_data(integrator_data[i-1]),
                .i_ready(integrator_ready[i-1]),
                .o_data(integrator_data[i]),
                .o_ready(integrator_ready[i])
        ); 
        end
    endgenerate
    wire decimator_ready;
    wire signed [(OW-1):0] decimator_data;
    decimator #(.W(OW),
                .R(R)) 
    decimator_0 (
        .i_clk(i_clk),
        .i_data(integrator_data[M]),
        .i_ready(integrator_ready[M]),
        .o_data(decimator_data),
        .o_ready(decimator_ready)
    );
    wire signed [(OW-1):0] comb_data [0:M];
    wire comb_ready [0:M];
    assign comb_data[0] = decimator_data;
    assign comb_ready[0] = decimator_ready;
    genvar j;
    generate
        for (j=1; j<=M; j++) begin
            comb #(
                .IW(OW),
                .OW(OW),
                .N(1*R/R)) 
            comb_0 (
                .i_clk(i_clk),
                .i_data(comb_data[j-1]),
                .i_ready(comb_ready[j-1]),
                .o_data(comb_data[j]),
                .o_ready(comb_ready[j])
            );
        end
    endgenerate
    assign o_data = comb_data[M];
    assign o_ready = comb_ready[M];
endmodule
module comb (
    i_clk,
    i_data,
    i_ready,
    o_data,
    o_ready
    );
    parameter IW=2, OW=5, N=5;
    input wire i_clk;
    input wire i_ready;
    input wire signed [(IW-1):0] i_data;
    output reg signed [(OW-1):0] o_data;
    output reg o_ready = 1'b0;
    integer i;
    reg signed [(IW-1):0] delay_line [(N-1):0];
    always @(posedge i_clk) begin
        if (i_ready) begin
            delay_line[0] <= i_data;
            for (i=1; i<N; i=i+1) begin
                delay_line[i] <= delay_line[i-1];
            end
            o_data <= {{(OW-IW){i_data[IW-1]}}, i_data} - {{(OW-IW){delay_line[N-1][IW-1]}}, delay_line[N-1]};
            o_ready <= 1'b1;
        end else begin
            o_ready <= 1'b0;
        end
    end 
endmodule
module decimator (
    i_clk,
    i_data,
    i_ready,
    o_data,
    o_ready
    );
    parameter W=5, R=5;
    input wire i_clk;
    input wire i_ready;
    input wire signed [(W-1):0] i_data;
    output reg signed [(W-1):0] o_data;
    output reg o_ready = 1'b0;
    reg [31:0] i_ready_counter = 32'b0;
    always @(posedge i_clk) begin
        if (i_ready) begin
            i_ready_counter <= i_ready_counter + 1'b1;
        end
        if (i_ready_counter >= (R - 1)) begin
            i_ready_counter <= 32'b0;
            o_data <= i_data;
            o_ready <= 1'b1;
        end else begin
            o_ready <= 1'b0;
        end
    end
endmodule
module integrator (
    i_clk,
    i_data,
    i_ready,
    o_data,
    o_ready
    );
    parameter IW=2, OW=5;
    input wire i_clk;
    input wire i_ready;
    input wire signed [(IW-1):0] i_data;
    output wire signed [(OW-1):0] o_data;
    output reg o_ready = 1'b0;
    integer i;
    reg signed [(OW-1):0] accumulator = {OW{1'b0}};
    assign o_data = {{(OW-IW){i_data[IW-1]}}, i_data} + accumulator;
    always @(posedge i_clk) begin
        if (i_ready) begin
            accumulator <= o_data;
            o_ready <= 1'b1;
        end else begin
            o_ready <= 1'b0;
        end
    end 
endmodule
==> flow/run.sh <==
#!/bin/bash
# OpenROAD 26Q1-2900-gdf79404cd8, Yosys 0.63+post, stock flow scripts
make -C /OpenROAD-flow-scripts/flow DESIGN_CONFIG=/design/flow/config.mk WORK_HOME=/design/flow/orfs finish
==> flow/config.mk <==
export PLATFORM = sky130hd
export DESIGN_NAME = cic
export DESIGN_NICKNAME = cic
export VERILOG_FILES = /design/flow/design.v
export SDC_FILE = /design/flow/constraint.sdc
export NUM_CORES = 4
export LEC_CHECK = 1
export CORE_UTILIZATION = 40
==> flow/constraint.sdc <==
current_design cic

set clk_period 133.7
set clk_io_pct 0.2

create_clock -name clk0 -period $clk_period [get_ports {i_clk}]

set non_clock_inputs [all_inputs -no_clocks]
set_input_delay [expr $clk_period * $clk_io_pct] -clock clk0 $non_clock_inputs
set_output_delay [expr $clk_period * $clk_io_pct] -clock clk0 [all_outputs]
==> results.yml <==
# flow metrics
cts:
  clock_sinks: 4021
  cts_buffer_depth: 4
  cts_resized: 0
  cts-root-buf: "clkbuf_16"
  cts_tree: "built"
  postCtsSetupBuffers: 0
  cts_made_buffers: 445
  worstSkewPairLatency_ps: 1060
  htree_levels: 5
  cts.reportedPaths.clkPinSlew_ps: 60
  cts_hold_buffers: 0
global_routing:
  grt_pass1_wl_um: 985000
  grt_pass1_vias: 179000
  antenna_found_initial: 16
  track_usage_pct: 19.1
  gr-total-overflow: 0
  grt_max_degree: 110
worst_setup_path:
  cp_slowest_cell: "clkdlybuf4s50_1"
  worst-path-max-fanout: 8
  critPathKind: "primary input to flop"
  critPathRequiredTime_ps: 134460
  cpPeakStageDelay_ps: 730
  end_kind: "flop"
  crit_top_cell: "a21o_1"
  cp-start-kind: "primary input"
  arrival_ps: 55330
final_timing:
  fmax_mhz: 18.3
  tightestPinTransition_ps: 968
  grt_setup_unrepaired: "no"
  slew_headroom_pct: 35.0
  finalClockSkew_ps: 59.5
  fin_crit_ps: 54570
  period_used_pct: 40.8
  setup_tns_ps: 0
  finalMaxSlewViolations: 0
  finalWorstSetupSlack_ps: 79130
  hold_slack_ps: 437
  finalSetupViolCount: 0
  hold_viol_final: 0
die:
  die_area_sq_um: 670000
  core_area_sq_um: 663000
  fp_util_pct: 40.2
  rows: 299
  die_width_um: 818
  num_io_pins: 134
  die_h_um: 818
logic_synthesis:
  area_leaders: "edfxtp_1 (45%), ha_1 (12%), a21o_1 (5.4%)"
  ff_type: "edfxtp_1"
  synth_cells: 26000
  yosysWarnings: 5
  ys_cells: 26000
  top_area_share_pct: 44.7
  syn_area_sq_um: 266000
  synth.distinct_cells: 122
  yosys_area_sq_um: 266000
  synthArstFlopShare_pct: 0
  synth_area_per_cell_sq_um: 10.2
  edf_count: 3968
  ys.flops: 4021
  top_area_cell: "edfxtp_1"
  seq_area_frac_synth_pct: 45.1
run:
  maxCapViolCount: 0
  warning_count: 33
finish:
  final_area_sq_um: 292000
  layout.cells.non_filler: 35300
  post-route-util_pct: 44.0
  area_growth_syn_to_layout_pct: 9.52
  drive_gt1_share_pct: 3.95
  lay_top_count: "edfxtp_1"
  lay_top_cells: "edfxtp_1 (3968), a21oi_1 (2812), ha_1 (2544)"
route:
  vias: 187000
  final_antenna_net_count: 0
  drc: 0
  wl_per_cell_um: 17.6
  wirelength_um: 620000
  drt_iter0_drc: 11300
  vias_per_cell: 5.31
  drtPass1Iterations: 6
placement:
  placed_area_sq_um: 277000
  hpwl_um: 491000
  place_inst: 34400
  io_buffers: 132
  place.gp.congestion: 0.972
  dpl_worst_slack_ps: 78370
status:
  status: "complete, no violations"
worst_hold_path:
  hold_class: "flop to flop"
registers in the layout, summed over array words and instances (netlist names):
signal,cells
genblk2.comb_0.delay_line,1280
genblk1.integrator_inst.accumulator,1280
decimator_0.o_ready,1
genblk2.comb_0.o_data,1280
genblk1.integrator_inst.o_ready,10
decimator_0.o_data,128
genblk2.comb_0.o_ready,10
decimator_0.i_ready_counter,32
synthesized netlist by cell type, types with 225 or more instances:
cell,n
a21o_1,1912
a21oi_1,2812
a31oi_1,249
and3_1,225
clkbuf_1,769
edfxtp_1,3968
ha_1,2544
inv_1,2005
nand2_1,1562
nand2b_1,333
nand3_1,420
nand4_1,654
nor2_1,1291
nor2b_1,404
nor3_1,300
o21ai_0,1513
o21bai_1,505
xnor2_1,1565
xor2_1,861
metal layers:
metal / wire [um] / share of wire, % / vias to the layer above / GRT usage [%]
met3: 36500 / 5.9 / 814 / 4.35
met4: 18800 / 3.0 / 4 / 4.57
met2: 255000 / 41 / 3793 / 26.8
met1: 309000 / 50 / 85800 / 31.7
met5: 27 / 0.0044 / - / 0
li1: - / - / 96700 / -
logic make-up (layout without fill, tap and decap cells):
family / after synthesis / in the layout / synth area share [%]
fa+ha+maj: 2564 / 2564 / 12.1
compound gates: 8472 / 8472 / 20.1
simple gates: 5717 / 5717 / 10.6
xor+xnor: 2433 / 2433 / 8.02
other cells: 1 / 37 / 0.00141
mux: 10 / 10 / 0.0376
buf+inv: 2817 / 3127 / 4.02
flops: 4021 / 4021 / 45.1
critical path, delay by kind of cell:
family                     cells  cell delay, ps
AOI/OAI and AO/OA             74           17110
adders and majority gates     11            4310
and+or+nand+nor               22            3510
buffers and inverters          3             900
xor gates and xnor gates      10            2710
cell type report:
cell class | count | area, sq um
clock inverter | 288 | 3050
inverter | 2005 | 7530
antenna | 12 | 30.0
fill | 61000 | 371000
tap | 8879 | 11100
multi-input combinational | 19200 | 136000
clock buffer | 538 | 11600
timing repair buffer | 296 | 2570
sequential | 4021 | 120000
worst paths after layout:
kind,start,slack (ps),cells past startpoint,to
min reg2reg,genblk2[2].comb_0.o_data[0],440,0,genblk2[3].comb_0.delay_line[0][0]
min,genblk2[2].comb_0.o_data[0],440,0,genblk2[3].comb_0.delay_line[0][0]
max reg2reg,genblk1[1].integrator_inst.accumulator[0],105350,119,genblk1[10].integrator_inst.accumulator[126]
max,i_data[0],79130,120,genblk1[10].integrator_inst.accumulator[126]
